File: ./constraint.sdc
current_design bridge

set clk_period 5.7
set clk_io_pct 0.2

create_clock -name clk0 -period $clk_period [get_ports {clk}]

set non_clock_inputs [all_inputs -no_clocks]
set_input_delay [expr $clk_period * $clk_io_pct] -clock clk0 $non_clock_inputs
set_output_delay [expr $clk_period * $clk_io_pct] -clock clk0 [all_outputs]
File: ./run.sh
#!/bin/bash
# OpenROAD 26Q1-2900-gdf79404cd8, Yosys 0.63+post, stock flow scripts
make -C /OpenROAD-flow-scripts/flow DESIGN_CONFIG=/design/flow/config.mk WORK_HOME=/design/flow/orfs finish
File: ./config.mk
export PLATFORM = sky130hd
export DESIGN_NAME = bridge
export DESIGN_NICKNAME = bridge
export VERILOG_FILES = /design/flow/design.v
export SDC_FILE = /design/flow/constraint.sdc
export NUM_CORES = 4
export LEC_CHECK = 1
export CORE_UTILIZATION = 40
File: ./design.v
package bridge_props_pkg;
  parameter IDLE        = 4'b0000;
  parameter SETUP_M     = 4'b0001;
  parameter SETUP_S     = 4'b0010;
  parameter ACCESS_S    = 4'b0011;
  parameter PREACCESS_M = 4'b0100;
  parameter ACCESS_M    = 4'b0101;
  parameter WSETUP_M    = 4'b0110;
  parameter WPREACCESS_M= 4'b0111;
  parameter WACCESS_M   = 4'b1000;
  parameter WTERMINATE  = 4'b1001;
  parameter WSETUP_S    = 4'b1010;
  parameter WACCESS_S   = 4'b1011;
endpackage
`timescale 1ns / 1ps
module bridge(
  input clk,             
  input arvalid,         
  input res_n,           
  input [1:0] arburst,   
  input [3:0] arlen,     
  input [4:0] araddr,    
  output arready,        
  output reg [15:0] rdata,  
  output rresp,             
  output rlast,             
  input rready,             
  output rvalid,            
  input awvalid,            
  input [4:0] awaddr,       
  output awready,           
  input [3:0] awlen,        
  input [1:0] awburst,      
  input wvalid,             
  input [15:0] wdata,       
  output wready,            
  input wlast,              
  input bready,             
  output bvalid,            
  output bresp,             
  output [2:0] PADDR,       
  output reg [15:0] PWDATA, 
  input [15:0] PRDATA,      
  output PWRITE,            
  output PENABLE,           
  output PSEL1,             
  output PSEL2,
  output PSEL3,
  output PSEL4,
  input PREADY              
    );
    parameter IDLE        = 4'b0000,
              SETUP_M     = 4'b0001,  
              SETUP_S     = 4'b0010,  
              ACCESS_S    = 4'b0011,  
              PREACCESS_M = 4'b0100,  
              ACCESS_M    = 4'b0101,  
              WSETUP_M    = 4'b0110,  
              WPREACCESS_M= 4'b0111,  
              WACCESS_M   = 4'b1000,  
              WTERMINATE  = 4'b1001,  
              WSETUP_S    = 4'b1010,  
              WACCESS_S   = 4'b1011;  
    reg [3:0] current_state, next_state = IDLE;
    reg [1:0] DWREQ = 0;
    reg [12:0] burst;
    reg [3:0] lenS;
    reg [3:0] lenM;
    reg [4:0] addr;
    reg [15:0] DDATA[15:0];
    reg [2:0] DADDR = 0;
    integer i = 0;
    reg last;
    always@(posedge clk, negedge res_n)
    begin
      if(!res_n)
        current_state <= IDLE;     
      else 
        current_state <= next_state;  
    end
    always@(arvalid, current_state, rready, PREADY, awvalid, wvalid)
    begin
      case(current_state)
        IDLE : begin
                 i = 0;             
                 last = 0;          
                 rdata = 0;         
                 DWREQ = 0;         
                 PWDATA = 0;        
                 if(arvalid)
                   begin
                     next_state <= SETUP_M; 
                     DWREQ = 2'b01;
                   end
                 else if(awvalid)
                   begin
                     next_state <= WSETUP_M;
                   end
                 else
                     next_state <= IDLE;   
               end
        WSETUP_M : begin
                     if(awvalid)
                     begin
                       addr = awaddr;                
                       burst = awburst;             
                       lenS = awlen + 1;            
                       lenM = awlen + 1;            
                       DADDR = addr % 8;            
                       next_state <= WPREACCESS_M;  
                     end
                     else 
                       next_state <= IDLE;  
                   end 
        WPREACCESS_M : begin
                         if(wvalid)
                           next_state <= WACCESS_M;
                         else 
                           next_state <= WPREACCESS_M;
                       end      
        WACCESS_M : begin
                   if(lenM != 4'd0)
                     begin
                       if(wlast)
                         next_state <= WTERMINATE;
                       else 
                         next_state <= WPREACCESS_M;
                       DDATA[i] = wdata;
                       case(burst)
                         2'b00: i = i;        
                         2'b01: i = i + 1;    
                         default : i = i;     
                       endcase
                       lenM = lenM - 1; 
                     end
                   else 
                     next_state <= WTERMINATE;
                 end 
        WTERMINATE : begin
                       if(bready)
                         begin
                           next_state <= WSETUP_S;
                           DWREQ = 2'b11;
                         end
                       else 
                         next_state <= WTERMINATE;
                     end
        WSETUP_S : begin
                     next_state <= WACCESS_S;
                   end
        WACCESS_S : begin
                      if(PREADY)
                        begin
                          if(lenS != 4'd0)
                            begin
                              if(lenS == 4'd1)
                                next_state <= IDLE;
                              else 
                                next_state <= WSETUP_S;
                              i = i - 1;
                              DADDR = DADDR + 1;
                              PWDATA = DDATA[i];
                              lenS = lenS - 1;
                            end
                        end
                      else 
                        next_state <= IDLE;
                    end
        SETUP_M : begin
                    if(arvalid)
                    begin
                      addr = araddr;
                      burst = arburst;
                      lenS = arlen; 
                      lenM = arlen + 1;
                      DADDR = addr % 8;
                      next_state <= SETUP_S;
                    end 
                    else 
                      next_state <= IDLE;                  
                  end
        SETUP_S : begin
                    if(PREADY)
                      begin
                        DDATA[i] = PRDATA;
                        next_state <= ACCESS_S;
                      end 
                    else 
                      next_state <= SETUP_S;
                  end  
        ACCESS_S : begin
                     if(lenS != 0)
                       begin
                         case(burst)
                         2'b00 : DADDR = DADDR;        
                         2'b01 : DADDR = DADDR + 1;    
                         default : DADDR = DADDR;
                         endcase 
                       lenS = lenS - 1;  
                       i = i + 1;        
                       next_state <= SETUP_S; 
                       end
                     else
                       next_state <= PREACCESS_M;
                   end
        PREACCESS_M : begin
                        if(rready)
                          next_state <= ACCESS_M;
                        else 
                          next_state <= PREACCESS_M; 
                      end 
        ACCESS_M : begin
                     if(lenM != 0)
                       begin
                         if(lenM == 4'd1)
                           begin
                             last = 1;
                             next_state <= IDLE;
                           end
                         else 
                           next_state <= PREACCESS_M;
                         rdata = DDATA[i];
                         i = i - 1;
                         lenM = lenM - 1;
                       end
                     else 
                       next_state <= IDLE;
                   end
        default : next_state <= IDLE;
      endcase 
    end
    assign arready = (current_state == SETUP_M);  
    assign PADDR = DWREQ[0] ? DADDR : 3'd0;
    assign PSEL1 = (current_state == SETUP_M || current_state == SETUP_S || current_state == ACCESS_S || current_state == WSETUP_S || current_state == WACCESS_S) ? ((addr >= 5'b00000 && addr <= 5'b00111) ? 1 : 0) : 0;
    assign PSEL2 = (current_state == SETUP_M || current_state == SETUP_S || current_state == ACCESS_S || current_state == WSETUP_S || current_state == WACCESS_S) ? ((addr >= 5'b01000 && addr <= 5'b01111) ? 1 : 0) : 0;
    assign PSEL3 = (current_state == SETUP_M || current_state == SETUP_S || current_state == ACCESS_S || current_state == WSETUP_S || current_state == WACCESS_S) ? ((addr >= 5'b10000 && addr <= 5'b10111) ? 1 : 0) : 0;
    assign PSEL4 = (current_state == SETUP_M || current_state == SETUP_S || current_state == ACCESS_S || current_state == WSETUP_S || current_state == WACCESS_S) ? ((addr >= 5'b11000 && addr <= 5'b11111) ? 1 : 0) : 0;
    assign PWRITE = (DWREQ[1] && (PSEL1 || PSEL2 || PSEL3 || PSEL4));
    assign PENABLE = (current_state == SETUP_S || current_state == ACCESS_S || current_state == WACCESS_S);
    assign rresp = (current_state == ACCESS_M);
    assign rlast = (rresp && last);        
    assign rvalid = (current_state == ACCESS_M);  
    assign awready = (current_state == WSETUP_M);  
    assign wready  = (current_state == WACCESS_M);  
    assign bvalid = (current_state == WTERMINATE);  
    assign bresp  = (current_state == WTERMINATE);  
endmodule
==> job_summary.md <==
### Flow metrics

| Metric | Value |
|---|---|
| Status | completed |
| RD Place Congestion | 1.06 |
| Total Wirelength | 55100 µm |
| Log Warnings | 32 |
| Max stage delay cell, worst path | dfrtp_1 |
| CP arrival | 2910 ps |
| Critical Path Source | current_state[2]$_DFF_PN0_ |
| Pre-Place Util | 40.9% |
| Avg Cell Area, Syn | 8.35 µm² |
| Mapped Area | 12200 µm² |
| EDFF count, synth | 0 |
| Clock group share of total power | 22.5% |
| Gr usage total | 36.1% |
| Logic pwr share | 32.3% |
| Post-DR vias/cell | 6.94 |
| CTS tree | built |
| Commonest flop | dlxtn_1 |
| DP Wirelength | 35400 µm |
| Max Used Layer | met5 |
| Most frequent logic cell in the layout | dlxtn_1 |
| Die area | 31200 µm² |
| Fraction of layout cells with a size suffix above 1 | 8.43% |
| Design Area, Final | 13800 µm² |
| Main logic family | AND-OR/OR-AND gates |
| Place WS | 1980 ps |
| Hold-fix buffers at CTS | 0 |
| DRC violations left | 0 |
| Congestion Overflow GR | 0 |
| Top cells by area | dlxtn_1 39%, a22oi_1 4.4%, nand2_1 3.7% |
| Relative slew margins | 25.1% |
| Synth Area in Compound Gates | 32.0% |
| Largest fanout on the critical path | 23 |
| Slew Limit Fails | 0 |
| Critical path's top delay family | buffers and inverters |
| Endpoints left unconstrained | 353 |
| WHS | 1120 ps |
| Filler cells | 2918 |
| Max cap viols | 0 |
| Syn-to-layout area delta | 12.9% |
| Worst EP required | 4560 ps |
| Dpl cell area | 13700 µm² |
| RSZ-0062 raised after global routing | false |
| Max frequency | 247 MHz |
| Share of the synthesized area in the top cell type | 38.6% |
| XORs/XNORs by Area | 0.647% |
| # rows | 63 |
| Post-CTS Setup Bufs | 0 |
| Worst Setup Slack, final | 1650 ps |
| Max VDD drop | 0.0615 mV |
| End point of the critical path | rvalid |
| Post-Synth Simple-Gate Area | 15.3% |
| Yosys Warn Count | 162 |
| ANT nets after route | 0 |
| Power density cells | 35.2 nW/µm² |
| Post-synth cell types | 83 |
| Die W | 177 µm |
| Post-synth regs | 318 |
| DR WL met2 | 22800 µm |
| Switching Fraction | 32.5% |
| Synth async-reset ratio | 1.26% |
| Initial drt markers | 1876 |
| First-pass GRT wire length | 80200 µm |
| Clock buffer depth | 2 |
| Slew @ Worst Pin | 1120 ps |
| Inserted Clock Buffers | 3 |
| Hold Fails Final Rpt | 0 |
| Die extent in y | 177 µm |
| Setup-failing EPs final | 0 |
| Period Utilization, post-route | 71.0% |
| # port buffers | 111 |
| Vias post-DR | 13169 |
| YS chip area | 12200 µm² |
| Resized Gates After CTS | 0 |
| # diodes | 0 |
| Post-synthesis mux area share | 5.89% |
| Period minus WS final | 4050 ps |
| Cell type with the largest total area | dlxtn_1 |
| Crit path depth | 5 |
| Metal3 WL | 8120 µm |
| Startpoint types | register |
| Finished Core Util | 46.2% |
| Cell count after placement | 1894 |
| Most numerous logic cells after layout | 312 x dlxtn_1, 120 x nand2_1, 111 x clkdlybuf4s50_1 |
| # Cells Yosys | 1460 |
| Final instance count without filler cells | 1897 |
| Sequential power share | 45.2% |
| H-tree Lvls | 1 |
| P_leak | 5.35 nW |
| Pint | 0.327 mW |
| Initial antenna violation count | 1 |
| Worst hold path type | input pin to async pin |
| Clock transition at path regs | 30 ps |
| Boundary Pins | 112 |
| Wire per inst | 29.1 µm |
| Core area | 29800 µm² |
| WP buf/inv | 3 |
| CP Capture Type | output pin |
| Slowest cell delay on critical path | 770 ps |
| DRT Pass-1 Iters | 10 |
| Vias in the first global route | 12378 |
| WS Path Type | register to output pin |
| M1 WL | 21000 µm |
| Register pins left without a clock | 314 |
| Largest net degree at the start of global routing | 79 |
| Worst-path cell chain | nor2b_1 -> nand2_1 -> clkinv_1 -> buf_4 -> clkdlybuf4s50_1 |
| Setup TNS | 0 ps |
| CTS Root Cell | clkbuf_16 |
| Switching power | 0.157 mW |
| Post-Synthesis Cells | 1460 |
| PnR Total Power | 0.484 mW |
| Yosys adder share | 1.33% |
==> layout make-up <==
| class | count | area (µm²) | area share (%) |
|---|---|---|---|
| well taps | 390 | 488 | 3.55 |
| repair buffers | 169 | 1550 | 11.2 |
| inverters | 14 | 52.6 | 0.382 |
| clock buffers | 3 | 75.1 | 0.546 |
| flip-flops and latches | 318 | 4820 | 35.1 |
| multi-input cells | 1003 | 6770 | 49.2 |
==> sequential cells by signal, indices dropped and copies added (netlist names) <==
| name | count |
|---|---|
| DDATA | 256 |
| PWDATA | 16 |
| rdata | 16 |
| current_state | 4 |
| i | 4 |
| lenM | 4 |
| lenS | 4 |
| next_state | 4 |
| DADDR | 3 |
| DWREQ | 2 |
| addr | 2 |
| burst | 2 |
| last | 1 |
==> metal layers <==
metal	vias up	GRT usage, %
met5	-	0
met4	2	16.1
met3	235	14.3
met2	1041	50.6
met1	6167	49.6
li1	5724	-
==> Yosys cell counts, drive strengths merged (5+ instances only) <==
cell and instances:
a311oi 7, nor3 26, a2111oi 13, ha 13, o21ba 5, o21ai 88
a2bb2oi 7, a22oi 72, nand2b 16, o221ai 9, mux2i 38, xnor2 7
clkbuf 54, inv 10, nor2b 10, o211ai 11, a221oi 31, dlxtn 314
o22ai 26, mux2 26, a32o 5, a32oi 16, a22o 23, and2 13
a21oi 84, a222oi 40, o22a 7, or3b 6, nor2 74, a31oi 33
nand2 120, and3 11, or2 8, o21a 7, a221o 10, a211oi 14
nand4 13, nand3b 5, buf 71, nand3 47
==> power by group through the flow <==
stage                 logic, mW  registers [mW]  clock network (mW)
after CTS                 0.155           0.215               0.110
final                     0.156           0.219               0.109
after global routing      0.170           0.230               0.113
==> logic make-up (layout without fill, tap and decap cells) <==
group                      after synthesis  count (layout)
AOI/OAI and AO/OA                      539             539
adders and majority gates               13              13
DFF                                      4               4
xor gates and xnor gates                 9               9
and+or+nand+nor                        376             376
latches                                314             314
muxes                                   66              66
buffers and inverters                  139             186
==> worst min path at each step <==
stage / from / to / cells past startpoint
finish: res_n / current_state[3]$_DFF_PN0_ / 1
global route: res_n / current_state[0]$_DFF_PN0_ / 1
CTS: res_n / current_state[2]$_DFF_PN0_ / 1
Power is estimated from default activity; no workload was simulated.
